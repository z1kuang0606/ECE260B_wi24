## /design/flow/config.mk

```make
export PLATFORM = sky130hd
export DESIGN_NAME = fifo_depth8_asy
export DESIGN_NICKNAME = fifo_depth8_asy
export VERILOG_FILES = /design/flow/design.v
export SDC_FILE = /design/flow/constraint.sdc
export NUM_CORES = 4
export LEC_CHECK = 1
export CORE_AREA = 10 10 106 106
export DIE_AREA = 0 0 116 116
```

## /design/flow/constraint.sdc

```tcl
current_design fifo_depth8_asy

set clk_period 2.9
set clk_io_pct 0.2

create_clock -name clk0 -period $clk_period [get_ports {rd_clk}]
create_clock -name clk1 -period $clk_period [get_ports {wr_clk}]

set non_clock_inputs [all_inputs -no_clocks]
set_input_delay [expr $clk_period * $clk_io_pct] -clock clk0 $non_clock_inputs
set_output_delay [expr $clk_period * $clk_io_pct] -clock clk0 [all_outputs]
```

## /design/flow/design.v

```verilog
module fifo_mux_2_1(in0, in1, sel, out);
  parameter bw = 8;
  parameter simd = 4;
  input [simd*bw-1:0] in0;
  input [simd*bw-1:0] in1; 
  input sel;
  output [simd*bw-1:0] out;
  wire sbar; 
  wire [simd*bw-1:0] w1, w2, out;
  genvar i;
  not G01 (sbar, sel);
  for (i=0; i < simd*bw ; i=i+1) begin : gen
     and G0  (w1[i], in0[i], sbar);
     and G1  (w2[i], in1[i], sel);
     or  G2  (out[i], w1[i], w2[i]);
  end
 endmodule
module fifo_mux_8_1 (out, sel, in0, in1, in2, in3, in4, in5, in6, in7 );
  parameter bw = 4;
  parameter simd = 8;
  input  [2:0 ] sel ;
  input  [simd*bw-1:0] in0;
  input  [simd*bw-1:0] in1;
  input  [simd*bw-1:0] in2;
  input  [simd*bw-1:0] in3;
  input  [simd*bw-1:0] in4;
  input  [simd*bw-1:0] in5;
  input  [simd*bw-1:0] in6;
  input  [simd*bw-1:0] in7;
  output [simd*bw-1:0] out;
  wire   [simd*bw-1:0] out_sub0_0, out_sub0_1, out_sub0_2, out_sub0_3 ;
  wire   [simd*bw-1:0] out_sub1_0, out_sub1_1 ;
 fifo_mux_2_1 #(.bw(bw), .simd(simd)) fifo_mux_2_1a (.in0(in0), .in1(in1), .sel(sel[0]), .out(out_sub0_0));
 fifo_mux_2_1 #(.bw(bw), .simd(simd)) fifo_mux_2_1b (.in0(in2), .in1(in3), .sel(sel[0]), .out(out_sub0_1));
 fifo_mux_2_1 #(.bw(bw), .simd(simd)) fifo_mux_2_1c (.in0(in4), .in1(in5), .sel(sel[0]), .out(out_sub0_2));
 fifo_mux_2_1 #(.bw(bw), .simd(simd)) fifo_mux_2_1d (.in0(in6), .in1(in7), .sel(sel[0]), .out(out_sub0_3));
 fifo_mux_2_1 #(.bw(bw), .simd(simd)) fifo_mux_2_1e (.in0(out_sub0_0), .in1(out_sub0_1), .sel(sel[1]), .out(out_sub1_0));
 fifo_mux_2_1 #(.bw(bw), .simd(simd)) fifo_mux_2_1f (.in0(out_sub0_2), .in1(out_sub0_3), .sel(sel[1]), .out(out_sub1_1));
 fifo_mux_2_1 #(.bw(bw), .simd(simd)) fifo_mux_2_1g (.in0(out_sub1_0), .in1(out_sub1_1), .sel(sel[2]), .out(out));
endmodule
module fifo_depth8_asy (rd_clk, rd_rst, rd, out, wr_clk, wr_rst, wr, in, o_full, o_empty);
   parameter bw = 4;
   parameter simd = 1;
   input rd_clk;
   input rd_rst;
   input rd;
   output [simd*bw-1:0] out;
   input wr_clk;
   input wr_rst;
   input wr;
   input  [simd*bw-1:0] in;
   output o_full;
   output o_empty;
   reg full, empty;
   reg [3:0] rd_ptr = 4'b0000;
   reg [3:0] wr_ptr = 4'b0000;
  reg [simd*bw-1:0] q0;
  reg [simd*bw-1:0] q1;
  reg [simd*bw-1:0] q2;
  reg [simd*bw-1:0] q3;
  reg [simd*bw-1:0] q4;
  reg [simd*bw-1:0] q5;
  reg [simd*bw-1:0] q6;
  reg [simd*bw-1:0] q7;
  wire [3:0] rd_ptr_gray = 4'b0000;  
  wire [3:0] wr_ptr_gray = 4'b0000;
  reg [3:0] rd_ptr_gray_d,rd_ptr_gray_dd;  
  reg [3:0] wr_ptr_gray_d,wr_ptr_gray_dd;
  assign rd_ptr_gray = rd_ptr ^ (rd_ptr>>>1);
  assign wr_ptr_gray = wr_ptr ^ (wr_ptr>>>1);  
  assign o_full = full;
  assign o_empty = empty;
  always @(posedge wr_clk) begin  
    if (wr_rst)
      full <= 0;
    else if((rd_ptr_gray_dd[3]!=wr_ptr_gray[3]) && (rd_ptr_gray_dd[2]!=wr_ptr_gray[2]) && (rd_ptr_gray_dd[1:0]==wr_ptr_gray[1:0]))
      full <= 1;
    else
      full <= 0;
  end
  always @(posedge rd_clk) begin 
    if (rd_rst)
      empty <= 0;
    else if (rd_ptr_gray[3:0] == wr_ptr_gray_dd[3:0])
      empty <= 1;
    else 
      empty <= 0;
  end
  always @ (posedge rd_clk) begin
   if (rd_rst) begin
      wr_ptr_gray_d <= 4'b0000;
      wr_ptr_gray_dd<= 4'b0000;
   end
   else begin
      wr_ptr_gray_d <= wr_ptr_gray;
      wr_ptr_gray_dd<= wr_ptr_gray_d;  
   end
 end
 always @ (posedge wr_clk) begin
   if (wr_rst) begin
      rd_ptr_gray_d <= 4'b0000;
      rd_ptr_gray_dd<= 4'b0000;
   end
   else begin
      rd_ptr_gray_d <= rd_ptr_gray;
      rd_ptr_gray_dd<= rd_ptr_gray_d;  
   end
 end
  always @ (posedge rd_clk) begin
   if (rd_rst) begin
      rd_ptr <= 4'b0000;
   end
   else if ((rd == 1) && (empty == 0)) begin
      rd_ptr <= rd_ptr + 1;
   end
 end
  fifo_mux_8_1 #(.bw(bw), .simd(simd)) fifo_mux_8_1a (.in0(q0), .in1(q1), .in2(q2), .in3(q3), .in4(q4), .in5(q5), .in6(q6), .in7(q7),
                                  .sel(rd_ptr[2:0]), .out(out));
  always @ (posedge wr_clk) begin
   if (wr_rst) begin
      wr_ptr <= 4'b0000;
   end
   else begin 
      if ((wr == 1) && (full == 0)) begin
        wr_ptr <= wr_ptr + 1;
      end
      if (wr == 1) begin
        case (wr_ptr[2:0])
         3'b000   :    q0  <= in ;
         3'b001   :    q1  <= in ;
         3'b010   :    q2  <= in ;
         3'b011   :    q3  <= in ;
         3'b100   :    q4  <= in ;
         3'b101   :    q5  <= in ;
         3'b110   :    q6  <= in ;
         3'b111   :    q7  <= in ;
        endcase
      end
   end
  end
endmodule
```

## /design/flow/run.sh

```bash
#!/bin/bash
# OpenROAD 26Q1-2900-gdf79404cd8, Yosys 0.63+post, stock flow scripts
make -C /OpenROAD-flow-scripts/flow DESIGN_CONFIG=/design/flow/config.mk WORK_HOME=/design/flow/orfs finish
```

==> results.tsv <==
stage	metric	value	unit
cts	cts_tree	done	
global_route	overflow	0	
flow_run	max_capacitance_violation_count	0	
global_route	global_route_wire_length_before_repair	4.388	mm
power_and_ir_drop	worst_ir_drop_vdd	194.0	uV
cells_and_area	utilization	22.75	%
routing	wl_met1	1.276	mm
cts	cts-resized-gates	0	
cells_and_area	final_layout_size_suffix_gt1_share	11.30	%
cells_and_area	layout.cells.most_common_list	sky130_fd_sc_hd__edfxtp_1, sky130_fd_sc_hd__clkdlybuf4s50_1, sky130_fd_sc_hd__nor2_1	
critical_path	timing.critical_path.cells	mux4_1 -> mux2_2 -> clkdlybuf4s50_1	
power_and_ir_drop	netSwitchingFraction	19.53	%
placement	last_weighted_congestion_value_of_the_routability_driven_placer	0.7766	
final_timing	rsz0062_at_grt	false	
yosys	synthesis.instances	94	
critical_path	cp_slowest_cell	sky130_fd_sc_hd__mux4_1	
cts	clock_sink_count	39	
cts	cts.repair_timing.setup_buffer_count	0	
routing	route.met2.wl	1.217	mm
final_timing	setup_viol	0	
final_timing	hold_viol_final	0	
power_and_ir_drop	seqPwrFrac	55.2	%
power_and_ir_drop	power	1.144	mW
yosys	yosys.stat.chipArea	0.001645	mm2
flow_run	warning_count	30	
floorplan	fp.dieW	116	um
yosys	synth_cell_type_count	20	
power_and_ir_drop	clock_power_share	37.7	%
power_and_ir_drop	switchingPower	0.2235	mW
critical_path	end_kind	output port	
power_and_ir_drop	leakage_power	0.6861	nW
yosys	enable_flop_cells	32	
routing	route.antenna.remaining_nets	0	
critical_path	category_of_the_critical_setup_timing_path	flop to output port	
yosys	ys_warn_count	1	
routing	drtPass1Iterations	2	
routing	detail_route.drc_violations	0	
critical_path	worstSetupStartpointType	flop	
routing	vias_per_cell	3.596	
global_route	grt_antenna_before_repair	0	
global_route	first_global_vias	879	
critical_path	crit_path_max_incr_delay	0.63	ns
yosys	most_frequently_used_flop_master_after_synthesis	sky130_fd_sc_hd__edfxtp_1	
global_route	grt_max_degree	11	
cells_and_area	final_layout_top_logic_cell	sky130_fd_sc_hd__edfxtp_1	
routing	initialDrtViolationCount	37	
yosys	syn_area_per_cell	17.50	um2
routing	dr_total_vias	802	
routing	wl_per_instance	12.81	um
routing	detailroute.wirelength.met3	321	um
final_timing	setup_tns	0	ns
critical_path	critical_path.top_delay_family	multiplexers	
final_timing	worst_clock_skew	0.004173	ns
final_timing	final_max_slew_viol_count	0	
critical_path	number_of_buffer_and_inverter_instances_along_the_worst_setup_path	1	
global_route	gr-usage-all-layers	4.362	%
critical_path	crit_path_max_fanout	9	
yosys	synth-async-reset-ratio	0	%
floorplan	initial_core_util	18.59	%
yosys	ys_seq_elements	39	
floorplan	die_area	0.01346	mm2
power_and_ir_drop	power-per-cell-area	568.4	mW/mm2
routing	dr.max_layer_used	met4	
cells_and_area	area_added_between_synthesis_and_finish	22.36	%
floorplan	std_cell_rows	34	
hold_path	hold_class	flop to flop	
run_status	status	finished, final reports clean	
critical_path	worst_ep_arrival_time	2.14	ns
floorplan	die_y	116	um
yosys	synth-cells-yosys	94	
critical_path	critPathRequiredTime	2.32	ns
cts	worst_setup_hold_path_clk_slew	0.06	ns
placement	detailed_place_hpwl	2.061	mm
yosys	ys_seq_share	66.92	%
cts	cts_hold_buf	0	
power_and_ir_drop	p_int	0.9208	mW
routing	num_antenna_cells	0	
yosys	post_synth_instance_area	0.001645	mm2
floorplan	design.portCount	16	
floorplan	core_region_area	0.008848	mm2
cells_and_area	n_fill_cell	926	
routing	wirelength	2.856	mm
placement	port_buffers	13	
power_and_ir_drop	p_comb_share	7.1	%
final timing paths:
check              startpoint   endpoint  slack [ns]  depth (start not counted)
max                 rd_ptr[0]     out[2]        0.18                          3
min                 wr_ptr[2]  wr_ptr[2]        0.51                          2
max reg2reg         wr_ptr[0]      q6[3]        1.48                          4
min reg2reg         wr_ptr[2]  wr_ptr[2]        0.51                          2
max in group clk1          wr      q6[3]        1.03                          3
min in group clk0       empty  rd_ptr[2]        0.64                          3
power by group through the flow:
stage	Clock (mW)	Combinational, mW	Sequential [mW]
after CTS	0.447	0.0832	0.632
after global routing	0.480	0.0914	0.633
final	0.431	0.0816	0.631
synth_stat cells, types with 2 or more instances:
master / number / share of area (%)
sky130_fd_sc_hd__mux2i_1: 2 / 1.2
sky130_fd_sc_hd__inv_1: 4 / 0.91
sky130_fd_sc_hd__clkbuf_1: 2 / 0.46
sky130_fd_sc_hd__edfxtp_1: 32 / 58
sky130_fd_sc_hd__and3b_1: 2 / 1.1
sky130_fd_sc_hd__mux4_1: 8 / 13
sky130_fd_sc_hd__mux2_2: 4 / 2.7
sky130_fd_sc_hd__ha_1: 7 / 5.3
sky130_fd_sc_hd__dfxtp_1: 7 / 8.5
sky130_fd_sc_hd__xnor2_1: 2 / 1.1
sky130_fd_sc_hd__nand2_1: 2 / 0.46
sky130_fd_sc_hd__nor2_1: 12 / 2.7
sky130_fd_sc_hd__nand2b_1: 3 / 1.1
routing by layer:
layer / track usage (%) / vias to the layer above
met2: 6.295 / 29
li1: - / 394
met5: 0 / -
met3: 2.930 / 6
met1: 5.414 / 373
met4: 0.8340 / 0
kinds of logic after synthesis:
family,count (synthesis),synth area share [%]
buffers and inverters,8,2.510
adder cells (fa/ha/maj),7,5.323
flip-flops,39,66.92
XOR/XNOR,3,1.597
AND-OR/OR-AND,1,0.4564
AND/OR/NAND/NOR,21,6.236
other,1,0.2279
multiplexers,14,16.73
stage by stage:
stage          hold slack, ns  cells  instance area [um2]  worst slack, ns
3_3_place_gp           0.5064    212                 1892           0.3732
6_report               0.5135    223                 2013           0.1799
2_1_floorplan          0.4824     94                 1645            1.083
5_1_grt                0.5499    223                 2013           0.1051
3_5_place_dp           0.5091    212                 1892           0.3870
4_1_cts                0.5144    223                 2013           0.1557
area by class of cell:
| type | count | area [um2] | share of cell area [%] |
|---|---|---|---|
| Tap cell | 108 | 135.1 | 6.712 |
| Clock inverter | 2 | 7.507 | 0.3729 |
| Multi-Input combinational cell | 47 | 503.0 | 24.98 |
| Timing Repair Buffer | 14 | 137.6 | 6.837 |
| Clock buffer | 9 | 113.9 | 5.656 |
| Inverter | 4 | 15.01 | 0.7458 |
| Sequential cell | 39 | 1101 | 54.69 |
worst reg2reg max path: stages, from the launching register on:
cell                       delay, ns
sky130_fd_sc_hd__dfxtp_1        0.35
sky130_fd_sc_hd__inv_1          0.09
sky130_fd_sc_hd__ha_1           0.14
sky130_fd_sc_hd__nand2b_1       0.07
sky130_fd_sc_hd__nor2_1         0.40
flip-flops by register name, indices dropped and copies added, names as in the netlist:
register and count:
q5 4, q6 4, q3 4, q4 4, q2 4, q7 4, q0 4, wr_ptr 3
empty 1, rd_ptr 3, q1 4
No activity file was given, so power comes from the tool's default toggle rates.
